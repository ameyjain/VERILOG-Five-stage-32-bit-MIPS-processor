### flow/run.sh
#!/bin/bash
# OpenROAD 26Q1-2900-gdf79404cd8, Yosys 0.63+post, stock flow scripts
make -C /OpenROAD-flow-scripts/flow DESIGN_CONFIG=/design/flow/config.mk WORK_HOME=/design/flow/orfs finish
### flow/config.mk
export PLATFORM = sky130hd
export DESIGN_NAME = processor
export DESIGN_NICKNAME = processor
export VERILOG_FILES = /design/flow/design.v
export SDC_FILE = /design/flow/constraint.sdc
export NUM_CORES = 4
export LEC_CHECK = 1
export CORE_UTILIZATION = 40
### flow/constraint.sdc
current_design processor

set clk_period 23.1
set clk_io_pct 0.2

create_clock -name clk0 -period $clk_period [get_ports {clock}]

set non_clock_inputs [all_inputs -no_clocks]
set_input_delay [expr $clk_period * $clk_io_pct] -clock clk0 $non_clock_inputs
set_output_delay [expr $clk_period * $clk_io_pct] -clock clk0 [all_outputs]
### flow/design.v
`timescale 1ns / 1ps
module alu_ctrl(
input [1:0] alu_op,
input [5:0] func,
output reg [3:0] alu_ctrl,
output reg jr,
output reg shift_ren,
output reg shift_len,
output reg shift_data2reg
);
always @(*)
begin
alu_ctrl = 4'b0000;
jr = 1'b0;
shift_ren = 0;
shift_len = 0;
shift_data2reg = 0;
if(alu_op == 2'b00)
alu_ctrl = 4'b0010;  
if(alu_op == 2'b01)
alu_ctrl = 4'b0110;  
if(alu_op == 2'b10 )
begin
   case(func)
	6'b100000 : alu_ctrl = 4'b0010;  
	6'b100010 : alu_ctrl = 4'b0110;  
	6'b100100 : alu_ctrl = 4'b0000;  
	6'b100101 : alu_ctrl = 4'b0001;  
	6'b101010 : alu_ctrl = 4'b0111;  
	6'b001000 : jr = 1'b1;
	6'b000000 : begin shift_len = 1; shift_data2reg = 1; end
	6'b000010 : begin shift_ren = 1; shift_data2reg = 1; end
	endcase
end
end
endmodule
`timescale 1ns / 1ps
module mips_alu(
input [3:0] alu_ctrl,
input [31:0]in1,
input [31:0]in2,
output reg [31:0] alu_out,
output zero,
output reg cout
);
assign zero = (alu_out==0);
always @(alu_ctrl, in1, in2)
begin
cout = 0;
	case (alu_ctrl)
	4'd0 : alu_out = in1 & in2;
   4'd1 : alu_out = in1 | in2;
   4'd2 : {cout,alu_out} = in1 + in2;
   4'd6 : alu_out =  in1 - in2;
  	4'd7 : alu_out = (in1 < in2) ? 32'd1 : 32'd0;
	4'd12 : alu_out = ~(in1 | in2);
	default : alu_out = 0;
	endcase
end
endmodule
`timescale 1ns / 1ps
module mips_controller(
input[5:0] opcode,
output reg reg_dst,
output reg jump,
output reg branch,
output reg mem_rd,
output reg mem_wrt,
output reg [1:0] alu_op,
output reg mem2reg,
output reg alu_src,
output reg reg_write,
output reg and_data2alu,
output reg bne
);
always @(*)
begin
reg_dst=0;
jump = 0;
branch= 0;
mem_rd=0;
mem_wrt=0;
alu_op = 2'b00;
mem2reg= 0;
alu_src=0;
reg_write=0;
and_data2alu=0;
bne=0;
case (opcode)
6'b000000 : begin reg_dst=1; reg_write=1; alu_op = 2'b10; end  
6'b100011 : begin alu_src=1; mem2reg= 1;  reg_write=1; mem_rd=1; alu_op = 2'b00; end  
6'b101011 : begin alu_src=1; mem_wrt=1;  alu_op = 2'b00;  end  
6'b000100 : begin branch= 1; alu_op = 2'b01; end  
6'b000101: begin bne = 1; alu_op = 2'b01; end  
6'b000010 : begin jump = 1;  end  
6'b001000 : begin reg_dst=0; alu_src=1; mem2reg= 0;  reg_write=1; alu_op = 2'b00; end  
6'b001100 : begin reg_dst=0; mem2reg= 0;  reg_write=1; alu_op = 2'b10; and_data2alu = 1; end  
endcase
end   
endmodule
`timescale 1ns / 1ps
module processor(
input clock, 
input reset,
output[31:0] PC, 
input [31:0] Inst,  
output MemRead,     
output MemWrite,
output [31:0] Addr,  
output [31:0] Din,   
input [31:0] Dout    
);
wire w_reg_dst;
wire w_jmp;
wire w_jmp_reg;
wire w_branch;
wire w_mem2reg;
wire w_alu_src;
wire [3:0] w_alu_ctrl;
wire w_reg_write;
wire w_shift_ren;
wire w_shift_len;
wire w_shift_data2reg;
wire w_and_data2alu;
wire [1:0] w_alu_op;
wire w_bne;
mips_datapath dat_path_inst(
.reg_dst (w_reg_dst),
.jump(w_jmp),
.jr(w_jmp_reg),
.branch(w_branch),
.inst(Inst),
.mem2reg(w_mem2reg),
.alu_src(w_alu_src),
.alu_ctrl(w_alu_ctrl),
.clk(clock),
.reset(reset),
.reg_wrt(w_reg_write),
.mem_data(Dout),
.pc(PC),
.shift_ren(w_shift_ren),
.shift_len(w_shift_len),
.shift_data2reg(w_shift_data2reg),
.and_data2alu(w_and_data2alu),
.data_mem_addr(Addr),
.sw_data(Din),
.bne(w_bne)
);
mips_controller ctrl_inst (
.opcode(Inst[31:26]),
.reg_dst(w_reg_dst),
.jump(w_jmp),
.branch(w_branch),
.mem_rd(MemRead),
.mem_wrt(MemWrite),
.alu_op(w_alu_op),
.mem2reg(w_mem2reg),
.alu_src(w_alu_src),
.reg_write(w_reg_write),
.and_data2alu(w_and_data2alu),
.bne(w_bne)
);
alu_ctrl alu_ctrl_inst(
.alu_op(w_alu_op),
.func(Inst[5:0]),
.alu_ctrl(w_alu_ctrl),
.jr(w_jmp_reg),
.shift_ren(w_shift_ren),
.shift_len(w_shift_len),
.shift_data2reg(w_shift_data2reg)
);
endmodule
`timescale 1ns / 1ps
module mips_datapath(
input reg_dst,
input jump,
input jr,
input branch,
input bne,
input [31:0] inst,
input mem2reg,
input alu_src,
input [3:0] alu_ctrl,
input clk,
input reset,
input reg_wrt,
input [31:0] mem_data,
output reg [31:0] pc,
input shift_ren,
input shift_len,
input shift_data2reg,
input and_data2alu,
output [31:0] data_mem_addr,
output [31:0] sw_data
);
wire [31:0] rd_dat1,rd_dat2;
wire [31:0] alu_data;
wire alu_zero;
wire [31:0] pc_d;
wire [4:0] write_addr;
wire [31:0] alu_in2;
wire [31:0] reg_data;
wire brnch_qualify;
wire bne_qualify;
wire [31:0] inc_pc_by4;
wire [31:0] bta;
wire [31:0] bta_or_inc_pc;
wire [31:0] pc_nxt;
wire [31:0] jmp_addr;
wire [31:0] mem_or_alu;
wire [31:0] sigext_or_reg_data;
wire [31:0] shift_dataout;
reg_file u1_reg_file (   
            .rd_addr1(inst[25:21]),
            .rd_addr2(inst[20:16]),
            .wrt_addr(write_addr),
            .wrt_data(reg_data),
            .wrt_ctrl(reg_wrt),
            .rd_data1(rd_dat1),
            .rd_data2(rd_dat2), 
            .clk(clk),
            .rst(reset)				
		     );
mips_alu u2_alu (
                .alu_ctrl(alu_ctrl),
                .in1(rd_dat1),
                .in2(alu_in2),
                .alu_out(alu_data),
                .zero(alu_zero),
                .cout()
);
shifter u3_shifter (
                 .datain(rd_dat2),
                 .shftamt(inst[10:6]),
                 .data_out(shift_dataout),
                 .shift_ren(shift_ren),
                 .shift_len(shift_len)
);
always @(posedge clk or posedge reset)
begin
	if(reset)
	pc <= 32'd0;
	else
	pc <= pc_nxt;
end
assign write_addr = (reg_dst) ? inst[15:11] : inst[20:16];
assign sigext_or_reg_data = (alu_src) ? ({{16{inst[15]}},inst[15:0]}) : rd_dat2;
assign mem_or_alu = (mem2reg) ? mem_data : alu_data;
assign brnch_qualify = alu_zero & branch;
assign bne_qualify  = ~alu_zero & bne;
assign inc_pc_by4 = pc + 32'd4;
assign bta = inc_pc_by4 + (({{16{inst[15]}},inst[15:0]}) << 2) ;
assign bta_or_inc_pc = (brnch_qualify) ? bta : inc_pc_by4;
assign pc_d = jump ? {inc_pc_by4[31:28],{inst[25:0] << 2}} :  bta_or_inc_pc;
assign jmp_addr = jr ? rd_dat1 : pc_d;
assign reg_data = shift_data2reg ? shift_dataout : mem_or_alu;
assign alu_in2 = (and_data2alu) ? ({{16{1'b0}},inst[15:0]}) : sigext_or_reg_data;
assign data_mem_addr = alu_data;
assign sw_data = rd_dat2;
assign pc_nxt = bne_qualify ? bta : jmp_addr;
endmodule
`timescale 1ns / 1ps
module reg_file(
input [4:0] rd_addr1,
input [4:0] rd_addr2,
input [4:0] wrt_addr,
input [31:0] wrt_data,
input wrt_ctrl,
output [31:0] rd_data1,
output [31:0] rd_data2,
input clk,
input rst
);
reg [31:0] reg_blk [0:31];
assign rd_data1 = reg_blk[rd_addr1];
assign rd_data2 = reg_blk[rd_addr2];
always @(posedge clk or posedge rst)
begin
   if (rst) begin
      reg_blk[0]  <= 32'h0;reg_blk[1]  <= 32'h00000000;reg_blk[2]  <= 32'h00000000;       
      reg_blk[3]  <= 32'h00000000;    reg_blk[4]  <= 32'h00000000;       
      reg_blk[5]  <= 32'h00000000;       
      reg_blk[6]  <= 32'h00000000;       
      reg_blk[7]  <= 32'h00000000;       
      reg_blk[8]  <= 32'h00000000;       
      reg_blk[9]  <= 32'h00000000;       
      reg_blk[10] <= 32'h00000000;       
      reg_blk[11] <= 32'h00000000;       
      reg_blk[12] <= 32'h00000000;       
      reg_blk[13] <= 32'h00000000;       
      reg_blk[14] <= 32'h00000000;       
      reg_blk[15] <= 32'h00000000;       
      reg_blk[16] <= 32'h00000000;      
      reg_blk[17] <= 32'h0;       
      reg_blk[18] <= 32'h0;       
      reg_blk[19] <= 32'h0;       
      reg_blk[20] <= 32'h0;       
      reg_blk[21] <= 32'h0;      
      reg_blk[22] <= 32'h0;
      reg_blk[23] <= 32'h0;
		reg_blk[24] <= 32'h0;
      reg_blk[25] <= 32'h0;
		reg_blk[26] <= 32'h0;
      reg_blk[27] <= 32'h0;
		reg_blk[28] <= 32'h0;
      reg_blk[29] <= 32'h0;
		reg_blk[30] <= 32'h0;
      reg_blk[31] <= 32'h0;
end
else if(wrt_ctrl)
reg_blk[wrt_addr] <= wrt_data;
end
endmodule
`timescale 1ns / 1ps
module shifter(
input [31:0] datain,
input [4:0] shftamt,
output reg[31:0] data_out,
input shift_len,
input shift_ren
);
always @(*)
begin
data_out = 32'd0;
if(shift_ren)
data_out = datain >> shftamt;
if(shift_len)
data_out = datain << shftamt;
end
endmodule
==> notes.md <==
flow finished, numbers: cell leakage power=roughly 30 nW, worst clock skew=around 0.053 ns, post-CTS resize count=0, # hold bufs at CTS=0, PwrDens=about 76 nW/um2, top cells by count, synth=dfrtp_1 (1056), nand2_1 (839), o21ai_0 (752), nand3_1 (710), nor2_1 (617), fmax=about 0.057 GHz, Pins Over Slew Limit=0, layout cells sized above 1=slightly below 10%, EDFF count, synth=0, placed instance area=between 60000 and 70000 um2, grt ovf=0, RR Startpoint=dat_path_inst.u1_reg_file.reg_blk[11][6], area of the core=roughly 160000 um2, Yosys cell types=around 95, Max H-tree Level=3, final setup vio count=0, Setup Buffers After CTS=0, Peak supply drop=slightly below 0.06 mV, Residual DRC=0, Setup CP Type=primary input to primary output, yosys synthesis chip area=about 63000 um2, Worst Setup End Kind=primary output, minimum clock period=17.45 ns, max_slew headroom=around 1.1%, vias=approximately 67000, Detailed Place HPWL=239000 um, Mapped Area=between 60000 and 70000 um2, Die W=399 um, top_reg_cell synth=dfrtp_1, final wirelength=between 300000 and 400000 um, GPL Wtd Cong=between 1 and 1.5, largest area contributor in the netlist=dfrtp_1, clock sink count=between 1000 and 1500, area share of the largest cell type after synthesis=a little over two fifths, Critical Path AT=12.83 ns, outcome=finished, final reports clean, Final Cell Area=between 70000 and 80000 um2, Worst setup SP type=primary input, 1st-pass router iterations=9, worst r2r path cells=22, post-synthesis register bit count=approximately 1100, initial antenna violation count=18, R2R setup slack=approximately 14 ns, first-pass GRT wire length=just over 500000 um, Crit Reg-Reg Endpoint=dat_path_inst.pc[24], endpoints failing hold=0, FP Core Util=around two fifths, Synth top cell by count=dfrtp_1, Hold Crit Start=dat_path_inst.u1_reg_file.reg_blk[1][16], Async S/R FF share, synth=roughly 100%, CTS Root Cell=clkbuf_16, Post-synth seq share=41.9%, Avg Inst Size Synth=8.32 um2, Die ar.=159000 um2, vias per inst=~7, HP Class=flip-flop to flip-flop, CTS tree=built, routed length per instance=approximately 38 um, number of global-route vias before repair=between 60000 and 70000, Critical Path Start=Inst[16], Hold EP=dat_path_inst.u1_reg_file.reg_blk[1][16], largest net degree at the start of global routing=between 100 and 150, DRT iter0 DRCs=between 8000 and 9000, count of tool warnings=around 100, P&R area growth vs syn=13.9%, Longest Clk Path Bufs=3, # Max-Cap Violations=0, Hold Path Cell Cnt=2, io pins=~160, Post-Syn Instances=7583, RSZ-0062 raised after global routing=no, Latency at later pin=roughly 0.80 ns, final setup TNS=0 ns, Global Route Usage Sum=roughly 47%, crit-path max FO=38, Warnings, synthesis=7, biggest area cells=dfrtp_1 (42%), o21ai_0 (6.0%), nand3_1 (5.6%), nand2_1 (5.0%), a21oi_1 (4.4%), Final ANT Viol Nets=0, ys cells=roughly 7600, Worst-Margin Slew=1.47 ns, port bufs=roughly 160, Clk pin slew, worst setup/hold paths=roughly 0.06 ns, Worst Path Required=between 15 and 20 ns, # rows=roughly 150, period utilization=around three quarters, Die Ht=~400 um, cts bufs inserted=around 120
[cells in the final DEF, fill, tap and decap left out, types with 98 or more instances in the layout]
cell / instances
dfrtp_1: 1056
nand2_1: 819
o21ai_0: 751
nand3_1: 710
nor2_1: 578
a21oi_1: 553
buf_4: 311
nand4_1: 245
a22oi_1: 210
a22o_1: 195
a221oi_1: 172
clkdlybuf4s50_1: 157
mux2i_1: 137
inv_1: 132
ha_1: 126
clkbuf_16: 117
nor3_1: 98
[per-stage QoR]
step           std cells  total power [mW]  utilization (%)  hold slack (ns)  setup slack [ns]
4_1_cts             9592              5.41             45.9            0.499              6.34
6_report            9617              5.46             46.0            0.497              5.65
3_5_place_dp        9372              3.36             43.2            0.485              6.39
2_1_floorplan       7583              2.80                -            0.445              3.92
3_3_place_gp        9372              3.36             43.2            0.480              6.32
5_1_grt             9596              5.62             45.9            0.518              5.64
[metal layers]
layer  track usage, %  part of all wire [%]  up-vias
li1                 -                     -    27789
met1             55.9                    34    32266
met2             62.8                    40     5607
met3             27.5                    16     1750
met4             32.8                   9.7       27
met5             3.45                  0.23        -
[final cells by class]
cell class | count | area [um2]
Inverter | 136 | 514
Tap cell | 2058 | 2570
Timing Repair Buffer | 478 | 4020
Clock buffer | 155 | 3370
Antenna cell | 25 | 62.6
Multi-Input combinational cell | 5644 | 34100
Sequential cell | 1056 | 26400
Clock inverter | 65 | 880
Fill cell | 14982 | 84500
[flip-flops by register name (all words and copies together), names as in the netlist]
register                           count
dat_path_inst.u1_reg_file.reg_blk   1024
dat_path_inst.pc                      32
[kinds of logic (layout without fill, tap and decap cells)]
| group | after synthesis | count (layout) | share of synthesized area [%] |
|---|---|---|---|
| xor+xnor | 63 | 63 | 0.874 |
| fa+ha+maj | 129 | 129 | 2.59 |
| simple gates | 2829 | 2829 | 21.0 |
| other cells | 0 | 25 | 0 |
| compound gates | 2461 | 2461 | 25.5 |
| flops | 1056 | 1056 | 41.9 |
| mux | 162 | 162 | 2.67 |
| buf+inv | 883 | 834 | 5.49 |
[power breakdown]
| part | switching [mW] | total [mW] | internal [mW] |
|---|---|---|---|
| registers | 0.139 | 2.10 | 1.96 |
| clock network | 0.855 | 2.07 | 1.22 |
| logic | 0.859 | 1.29 | 0.427 |
[worst max path at each step]
stage,to,slack [ns]
4_1_cts,Addr[26],6.34
6_report,Addr[21],5.65
5_1_grt,Addr[21],5.64
[worst max-delay path, stage by stage]
cell and delay [ns]:
buf_2 0.12, buf_4 0.29, nor2_4 0.18, buf_4 0.48, buf_4 0.67, and2_1 0.84, buf_4 0.43, a222oi_1 0.14
and3_1 0.18, a31oi_1 0.87, buf_4 0.35, nand2_1 0.06, o21ai_0 0.13, ha_1 0.43, o311ai_0 0.39, o31a_2 0.35
a41o_2 0.38, a31oi_1 0.12, buf_4 0.19, o221ai_1 0.15, a21boi_0 0.75, clkdlybuf4s50_1 0.61
No activity file was given, so power comes from the tool's default toggle rates.
